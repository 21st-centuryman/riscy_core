==> /design/flow/design.v <==
module ctrl (
    input clk,
    input [31:0] inst,
    output reg [2:0] funct3,
    output reg [5:0] funct7,
    output reg [3:0] rs1,
    output reg [3:0] rs2,
    output reg [3:0] rd,
    output reg [19:0] imm
);
  always @(posedge clk) begin   
    case (inst[6:0])
      7'b0110011: begin   
        funct7 <= inst[31:25];
        rs2 <= inst[24:20];
        rs1 <= inst[19:15];
        funct3 <= inst[14:12];
        rd <= inst[11:7];
        imm <= 'x;
      end
      7'b0010011: begin   
        imm <= inst[31:20];   
        rs1 <= inst[19:15];
        funct3 <= inst[14:12];
        rd <= inst[11:7];
        rs2 <= 'x;
        funct7 <= 'x;
      end
      7'b0100011: begin   
        imm[11:5] <= inst[31:25];
        rs2 <= inst[34:20];
        rs1 <= inst[19:15];
        funct3 <= inst[14:12];
        imm[4:0] <= inst[11:7];
        imm[19:11] <= 'x;
        rd <= 'x;
        funct7 <= 'x;
      end
      7'b1100011: begin   
        imm[11:5] <= inst[31:25];
        rs2 <= inst[34:20];
        rs1 <= inst[19:15];
        funct3 <= inst[14:12];
        imm[4:0] <= inst[11:7];
        imm[19:11] <= 'x;
        rd <= 'x;
        funct7 <= 'x;
      end
      7'b1101111: begin   
        imm <= inst[31:12];
        rd <= inst[11:7];
        funct3 <= 'x;
        rs1 <= 'x;
        rs2 <= 'x;
        funct7 <= 'x;
      end
      7'b1101111: begin   
        imm <= inst[31:12];
        rd <= inst[11:7];
        funct3 <= 'x;
        rs1 <= 'x;
        rs2 <= 'x;
        funct7 <= 'x;
      end
      default: ;
    endcase
  end
endmodule
==> /design/flow/run.sh <==
#!/bin/bash
# OpenROAD 26Q1-2900-gdf79404cd8, Yosys 0.63+post, stock flow scripts
make -C /OpenROAD-flow-scripts/flow DESIGN_CONFIG=/design/flow/config.mk WORK_HOME=/design/flow/orfs finish
==> /design/flow/config.mk <==
export PLATFORM = sky130hd
export DESIGN_NAME = ctrl
export DESIGN_NICKNAME = ctrl
export VERILOG_FILES = /design/flow/design.v
export SDC_FILE = /design/flow/constraint.sdc
export NUM_CORES = 4
export LEC_CHECK = 1
export CORE_UTILIZATION = 30
==> /design/flow/constraint.sdc <==
current_design ctrl

set clk_period 2.5
set clk_io_pct 0.2

create_clock -name clk0 -period $clk_period [get_ports {clk}]

set non_clock_inputs [all_inputs -no_clocks]
set_input_delay [expr $clk_period * $clk_io_pct] -clock clk0 $non_clock_inputs
set_output_delay [expr $clk_period * $clk_io_pct] -clock clk0 [all_outputs]
==> GITHUB_STEP_SUMMARY <==
### Yosys + OpenROAD results

| Metric | Value |
|---|---|
| DRC Markers | `0` |
| Count of library flops with an enable pin | `41` |
| Die height | `75.1 um` |
| Largest area contributor in the netlist | `edfxtp_1` |
| Max Root-Sink Buffers | `2` |
| Cycle use final | `about four fifths` |
| Hold Vio Cnt, Final | `0` |
| Status | `finished, final reports clean` |
| Post-cts sizing count | `0` |
| Max capacitance violation total | `0` |
| Placer Congestion | `roughly 0.86` |
| Top cells by count, synth | `edfxtp_1, and2_1, a21oi_1` |
| Final-report setup violation count | `0` |
| Fmax | `between 400 and 500 MHz` |
| Crit path capture type | `flip-flop` |
| Clk pin slew, worst setup/hold paths | `0.07 ns` |
| Setup crit start kind | `primary input` |
| CTS Buf Count | `5` |
| Vias per cell | `roughly 4.4` |
| Min-Delay Path Class | `primary input to flip-flop` |
| CP Cell Sequence | `clkdlybuf4s50_1 > and3_4 > o21ai_1 > a21oi_1` |
| Netlist Area Pre-Place | `around 1600 um^2` |
| Syn Inst Count | `about 85` |
| Yosys reg bits | `between 40 and 50` |
| Slowest stage delay, CP | `between 0.5 and 0.6 ns` |
| Cell Type Count | `18` |
| Floorplan utilization | `roughly 31%` |
| Routed wire length | `about 3500 um` |
| Most frequent cell after synthesis | `edfxtp_1` |
| RSZ-0062 raised after global routing | `false` |
| CTS Root Cell | `clkbuf_8` |
| Crit path time final | `2.00 ns` |
| First-pass GRT wire length | `5200 um` |
| Area share, top type | `roughly three quarters` |
| Design Area, Final | `2500 um^2` |
| Tool Warnings | `25` |
| Launch point of the worst path | `inst[2]` |
| P per Cell Area | `approximately 520 nW/um^2` |
| GR Util met2 | `between 15 and 20%` |
| FFs w/ async S/R, synth | `0%` |
| Yosys Instances | `approximately 85` |
| CORE AREA | `about 5100 um^2` |
| Worst EP required | `2.42 ns` |
| Synthesis warning total | `3` |
| Grt met3 use | `between 4 and 5%` |
| Hpwl dp | `2680 um` |
| Setup Buffers After CTS | `0` |
| Leak | `approximately 0.00083 uW` |
| ANT nets after route | `0` |
| Die ar. | `5640 um^2` |
| Final setup TNS | `0 ns` |
| TritonCTS Sinks | `slightly above 40` |
| Synthesis area per yosys | `between 1500 and 2000 um^2` |
| Final Util | `48.7%` |
| Port Buffers | `~73` |
| I/O pins | `74` |
| GRT busiest layer | `met1` |
| Synth Flop Type | `edfxtp_1` |
| Slew HR | `between 60% and 70%` |
| Cts-stage hold buffer count | `0` |
| GR met1 Demand/Resource | `between 20% and 30%` |
| Worst EP arrival | `1.93 ns` |
| Drt first pass iters | `4` |
| Largest net degree at the start of global routing | `16` |
| CP top delay family | `AND-OR/OR-AND gates` |
| Die width | `75.1 um` |
| Placed Area | `2420 um^2` |
| 1st-iter DRT viols | `~46` |
| Share of cells above drive strength 1 | `about an eighth` |
| Syn_area_per_cell | `18.9 um^2` |
| CTS H-Tree Depth | `2` |
| Slowest stage cell, crit path | `a21oi_1` |
| CP bufs+invs | `1` |
| Critical path class | `primary input to flip-flop` |
| Routed len/inst | `14.6 um` |
| Tightest Pin Transition | `0.555 ns` |
| Top cells, area | `edfxtp_1, mux2_2, and2_1` |
| Max-slew violations | `0` |
| CTS tree | `done` |
| Routed via count | `1051` |
| Ant diodes | `0` |
| Max VDD drop | `around 0.00022 V` |
| Vias in the first global route | `1027` |
| Beginning of the worst hold path | `inst[18]` |
| Cell Rows | `26` |
| Seq/Total Area, Yosys | `roughly three quarters` |
| GRT Util Overall | `between 10 and 15%` |
| Area Growth Syn to Fin | `56.0%` |
| Total gr overflow | `0` |
| Antenna violations before repair | `0` |
| Crit path max fanout | `8` |
path summary, 6_finish.rpt:
check	endpoint	cells past startpoint	slack [ns]
worst max-delay path	imm[2]$_DFFE_PP_	4	0.50
worst min-delay path	rs1[3]$_DFFE_PP_	1	0.80
registers in the layout, indices dropped and copies added (netlist names):
name / count
rd: 4
funct3: 3
rs2: 4
rs1: 4
imm: 20
funct7: 6
power breakdown:
part,total (uW),switching (uW),internal [uW]
sequential,777,3.98,773
combinational,127,39.5,87.0
clock,400,213,187
final cells by class:
class / instances / area (um^2)
clock buffers: 5 / 68.8
clock inverters: 2 / 11.3
repair buffers: 78 / 768
fillers: 459 / 2640
well taps: 70 / 87.6
multi-input cells: 41 / 335
flip-flops and latches: 41 / 1230
layer usage:
| metal | wire length [um] | vias to the layer above |
|---|---|---|
| met2 | 1650 | 52 |
| li1 | - | 501 |
| met3 | 281 | 8 |
| met1 | 1460 | 490 |
| met5 | 0 | - |
| met4 | 63 | 0 |
stage by stage:
stage                     hold WS (ns)  instances  total power, uW  setup WS [ns]
after detailed placement          1.09        230              920          0.243
after CTS                        0.793        237             1320          0.554
after global placement            1.10        230              918          0.281
after global routing             0.794        237             1350          0.365
final                            0.800        237             1300          0.497
after floorplan                  0.599         85              819          0.522
cell families after synthesis:
group | share of synthesized area, %
flip-flops | 76.8
AND-OR/OR-AND | 8.03
AND/OR/NAND/NOR | 7.49
multiplexers | 5.38
buffers and inverters | 2.34
cell usage in the layout (no fill, tap or decap), drive strengths merged:
| cell type | count |
|---|---|
| and2 | 8 |
| and3 | 1 |
| buf | 5 |
| clkdlybuf4s50 | 73 |
| clkinvlp | 1 |
| o2bb2ai | 5 |
| a22oi | 5 |
| o21ai | 1 |
| mux2 | 7 |
| nand4b | 1 |
| nor2b | 2 |
| nand2 | 1 |
| clkbuf | 5 |
| nand3b | 1 |
| a21oi | 7 |
| nor2 | 1 |
| clkinv | 1 |
| o21bai | 1 |
| edfxtp | 41 |
Power is estimated from default activity; no workload was simulated.
